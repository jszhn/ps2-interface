==> design/flow/design.v <==
module demo_top_level (
    input CLOCK_50,
    input [3:0] KEY,
    input [9:0] SW,
    output [9:0] LEDR,
    output [6:0] HEX0,
    output [6:0] HEX1,
    output [6:0] HEX2,
    output [6:0] HEX3,
    output [6:0] HEX4,
    output [6:0] HEX5,
    inout PS2_CLK,
    inout PS2_DAT,
    output [7:0] VGA_R,
    output [7:0] VGA_G,
    output [7:0] VGA_B,
    output VGA_CLK,
    output VGA_HS,
    output VGA_VS,
    output VGA_BLANK_N,
    output VGA_SYNC_N
);
endmodule
module hex_decoder (
    input [3:0] val,
    output reg [6:0] disp
);
    always @(*) begin
        case (val)
            4'h0: disp = 7'b1000000;
            4'h1: disp = 7'b1111001;
            4'h2: disp = 7'b0100100;
            4'h3: disp = 7'b0110000;
            4'h4: disp = 7'b0011001;
            4'h5: disp = 7'b0010010;
            4'h6: disp = 7'b0000010;
            4'h7: disp = 7'b1111000;
            4'h8: disp = 7'b0000000;
            4'h9: disp = 7'b0010000;
            4'ha: disp = 7'b0001000;
            4'hb: disp = 7'b0000011;
            4'hc: disp = 7'b1000110;
            4'hd: disp = 7'b0100001;
            4'he: disp = 7'b0000110;
            4'hf: disp = 7'b0001110;
            default: disp = 7'b1111111;
        endcase
    end
endmodule
==> design/flow/run.sh <==
#!/bin/bash
# OpenROAD 26Q1-2900-gdf79404cd8, Yosys 0.63+post, stock flow scripts
make -C /OpenROAD-flow-scripts/flow DESIGN_CONFIG=/design/flow/config.mk WORK_HOME=/design/flow/orfs finish
==> design/flow/config.mk <==
export PLATFORM = sky130hd
export DESIGN_NAME = hex_decoder
export DESIGN_NICKNAME = hex_decoder
export VERILOG_FILES = /design/flow/design.v
export SDC_FILE = /design/flow/constraint.sdc
export NUM_CORES = 4
export LEC_CHECK = 1
export CORE_AREA = 10 10 70 70
export DIE_AREA = 0 0 80 80
==> design/flow/constraint.sdc <==
current_design hex_decoder

set clk_period 2.0
set clk_io_pct 0.2

create_clock -name clk0 -period $clk_period

set non_clock_inputs [all_inputs -no_clocks]
set_input_delay [expr $clk_period * $clk_io_pct] -clock clk0 $non_clock_inputs
set_output_delay [expr $clk_period * $clk_io_pct] -clock clk0 [all_outputs]
==> results.yml <==
# generated from flow reports
run_status:
  status: "complete, no violations"
routing:
  first_pass_iters: 2
  drt_iter0_markers: 3
  drcViolationCount: 0
  routedWlPerCell_um: 8.08
  routed_via_density: 2.98
  insertedDiodeCount: 0
  vias: 298
  drt.antenna.violating_nets: 0
  wl_um: 808
grt:
  first_global_vias: 285
  grt_remaining_overflow: 0
  grtUsageTotal: 0.0231
  antenna_found_initial: 0
  grt_pass1_wl_um: 1280
  grt_max_degree: 8
synth:
  postSynthCellCount: 32
  ys_seq_share: 0
  yosys_warnings: 1
  yosysUniqueCellTypes: 15
  area_leaders: "ha_1 (32%), mux2i_1 (15%), mux4_1 (9.5%), nor2_1 (6.8%), a22o_1 (6.4%)"
  synth.top_cell.area_share: 0.318
  yosys_cells: 32
  yosys.area.top_type: "ha_1"
  yosysChipArea_um2: 275
  syn_area_per_cell_um2: 8.60
  synth.cell_area_um2: 275
min_path:
  hold_path_class: "in2out"
power_and_ir_drop:
  p_comb_frac: 1.000
  seqPwrFrac: 0
  power.switching_uw: 36.5
  sw_frac_of_total: 0.391
  power.internal_uw: 56.8
  clockPowerShare: 0
  power.leakage_uw: 0.000279
  ir_worst_vdd_v: 0.0000229
  power_density_nw_per_um2: 170
worst_setup_path:
  cp_slowest_cell: "clkdlybuf4s50_1"
  path_cells: "buf_2, buf_4, ha_1, buf_4, a22o_1, clkdlybuf4s50_1"
  start_kind: "input port"
  path_class: "in2out"
  end_kind: "primary output"
  cp_max_fo: 4
  required_ps: 1600
  cp_common_cell: "buf_4"
  worst_ep_arrival_time_ps: 1570
  slowest_delay_ps: 400
sta:
  finalHoldViolCount: 0
  post-route-min-period_ps: 1970
  slew_headroom: 0.876
  post-route-period-util: 0.983
  setup_violations: 0
  max_clock_freq_mhz: 509
  rsz0062_at_grt: "true"
  slew_violations: 0
  setup_tns_ps: 0
  max_slew.worst_pin.slew_ps: 181
place:
  portBuffers: 11
  place_area_um2: 502
  place_congestion: 0.799
  dp_hpwl_um: 629
job:
  cap_violations: 0
  tool_warnings: 39
finish:
  ff_latch_area_um2: 0
  ff_count: 0
  final_area_um2: 551
  area_delta_synth_final_pct: 100
  postLayoutCoreUtil: 0.161
  fillers: 378
  final_common_cell: "buf_4"
  lay_top_cells: "buf_4 (12), mux2i_1 (4), nor2_1 (4), ha_1 (4), dlygate4sd2_1 (3)"
  nClkBuffers: 0
  layout-drive-gt1-share: 0.463
floorplan:
  rows: 21
  dieHeight_um: 80
  fp-utilization: 0.0806
  die-area_um2: 6400
  core-area_um2: 3420
  ios: 11
  die_width_um: 80
clock_tree:
  cts_hold_buf: 0
==> cells by family (layout without fill, tap and decap cells) <==
group,after synthesis,after routing,synth area share
and+or+nand+nor,8,8,0.145
adders and majority gates,7,7,0.318
AOI/OAI and AO/OA,6,6,0.155
muxes,6,6,0.282
buffers and inverters,5,27,0.100
==> repair_timing <==
item,in CTS,in global routing
endpoints found under the hold margin,0,0
pin swaps,1,2
cloned,1,0
resized,28,6
setup buffers,2,0
setup endpoints to repair,7,4
==> cell usage after synthesis <==
cell type and number:
a22o_1 2, nor2_1 5, buf_2 1, o21ai_0 2, ha_1 7, mux2_2 1
and2b_2 1, a21oi_1 1, mux2i_1 4, a32o_1 1, mux4_1 1, buf_6 1
or3b_1 1, nand2_1 1, inv_1 3
==> layout make-up <==
type	count	area [µm²]	area share
inverters	3	13.8	0.0250
repair buffers	24	198	0.359
multi-input cells	27	282	0.511
well taps	46	57.6	0.105
==> routing by layer <==
| layer | vias to the layer above | routed length (µm) | global-route usage |
|---|---|---|---|
| met5 | - | 0 | 0 |
| met2 | 6 | 397 | 0.0441 |
| met4 | 0 | 0 | 0 |
| met3 | 0 | 40 | 0.00227 |
| li1 | 158 | - | - |
| met1 | 134 | 370 | 0.0284 |
==> power by group through the flow <==
| stage | registers [µW] | logic, µW | clock network [µW] |
|---|---|---|---|
| CTS | 0 | 95.6 | 0 |
| global route | 0 | 105 | 0 |
| finish | 0 | 93.3 | 0 |
==> critical path: cells and delay by family <==
kind            cells  cell delay, ps
compound gates      1             180
fa+ha+maj           1             180
buf+inv             4             800
==> worst paths after layout <==
check | from | endpoint | slack [ps] | cells after the start
max | val[1] | disp[2] | 30 | 6
min | val[0] | disp[0] | 1330 | 5
==> per-stage QoR <==
stage | setup WS [ps] | hold WS (ps) | cells | power (µW)
2_1_floorplan | 320 | 900 | 32 | 36.4
6_report | 33.4 | 1330 | 100 | 93.3
3_3_place_gp | -737 | 1900 | 97 | 90.9
3_5_place_dp | -768 | 1900 | 97 | 91.8
5_1_grt | -0.0331 | 1380 | 100 | 105
4_1_cts | 6.69 | 1420 | 100 | 95.6
Power and IR drop assume default switching activity.
